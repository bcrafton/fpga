==> ./design.v <==
`timescale 1ns / 1ps
module clock_div(
	 clk,
	 reset,
	 clk_div
    );
	parameter DIV_SIZE = 1 << 16;
	parameter HALF_DIV = 1 << 15;
	input wire clk;
	input wire reset;
	output reg clk_div;
	reg [15:0] count;
	always @(*) begin
		if (count < HALF_DIV) begin
			clk_div <= 0;
		end else begin
			clk_div <= 1;
		end
	end
	always @(posedge clk) begin
		if (reset) begin
			count <= 0;
		end else begin
			count <= count + 1;
		end
	end
endmodule
`timescale 1ns / 1ps
module display(
		clk,
		reset,
		in,
		seg,
		an
    );
	input wire clk;
	input wire reset;
	input wire [15:0] in;
	output reg [7:0] seg;
	output reg [3:0] an;	
	wire [3:0] val0 = in[3:0];
	wire [3:0] val1 = in[7:4];
	wire [3:0] val2 = in[11:8];
	wire [3:0] val3 = in[15:12];
	reg [1:0] count;
	reg [3:0] val;
	always @(*) begin
		case (count)
			0: val = val0;
			1: val = val1;
			2: val = val2;
			3: val = val3;
		endcase
	end
	always @(*) begin
		case (count)
			0: an = 4'b0111;
			1: an = 4'b1011;
			2: an = 4'b1101;
			3: an = 4'b1110;
		endcase
	end
	always @(*) begin
		case (val)
			0: seg = 8'b11000000;
			1: seg = 8'b11111001;
			2: seg = 8'b10100100;
			3: seg = 8'b10110000;
			4: seg = 8'b10011001;
			5: seg = 8'b10010010;
			6: seg = 8'b10000010;
			7: seg = 8'b11111000;
			8: seg = 8'b10000000;
			9: seg = 8'b10010000;
			10: seg = 8'b11111110;
			11: seg = 8'b11111110;
			12: seg = 8'b11111110;
			13: seg = 8'b11111110;
			14: seg = 8'b11111110;
			15: seg = 8'b11111110;	
		endcase
	end
	always @(posedge clk) begin
		if (reset) begin
			count <= 0;
		end else begin
			count <= count + 1;
		end
	end
endmodule
`timescale 1ns / 1ps
module top(	 
	 clk,
	 reset,
	 seg,
	 an
    );
	 input wire clk;
	 input wire reset;
	 output wire [7:0] seg;
	 output wire [3:0] an;
	 wire [15:0] val = 16'h5555;
	 clock_div div(
	 .clk(clk),
	 .reset(reset),
	 .clk_div(clk_div)
	 );
	 display dis(
	 .clk(clk_div),
	 .reset(reset),
	 .in(val),
	 .seg(seg),
	 .an(an)
	 );
endmodule
==> ./run.sh <==
#!/bin/bash
# OpenROAD 26Q1-2900-gdf79404cd8, Yosys 0.63+post, stock flow scripts
make -C /OpenROAD-flow-scripts/flow DESIGN_CONFIG=/design/flow/config.mk WORK_HOME=/design/flow/orfs finish
==> ./config.mk <==
export PLATFORM = sky130hd
export DESIGN_NAME = top
export DESIGN_NICKNAME = top
export VERILOG_FILES = /design/flow/design.v
export SDC_FILE = /design/flow/constraint.sdc
export NUM_CORES = 4
export LEC_CHECK = 1
export CORE_AREA = 10 10 80 80
export DIE_AREA = 0 0 90 90
==> ./constraint.sdc <==
current_design top

set clk_period 2.4
set clk_io_pct 0.2

create_clock -name clk0 -period $clk_period [get_ports {clk}]

set non_clock_inputs [all_inputs -no_clocks]
set_input_delay [expr $clk_period * $clk_io_pct] -clock clk0 $non_clock_inputs
set_output_delay [expr $clk_period * $clk_io_pct] -clock clk0 [all_outputs]
==> out/writeup.txt <==
The run gives 0.5684 for the max-slew headroom at the worst pin. Setup repair after global routing left no endpoint under its margin. The critical path class was reg -> reg. The cell sequence reported for the critical path is ha_1 -> nand4_2 -> nor4_2 -> xnor2_1 -> nor2_1. With the depth of the worst register-to-register path at 5, the post-cts gate resize count is 0. The flow measured a signed area growth from synthesis to layout of 14.42%.

The run gives 1 as the deepest level of the CTS H-tree. Part of the Yosys area used for sequential elements: 0.3994. The I/O pin count is 14. Delay of the slowest cell on the worst path: 410 ps. For reference, the final report shows the hold violation count at 0. After synthesis the cells add up to 902.1 um2. The final route contains 555 vias. The violation tally recorded at the end of detailed-routing iteration 0 is 15. Ranked by total cell area, the synthesized netlist is headed by dfxtp_1, xnor2_1, ha_1. For the post-CTS setup-driven buffer insertion count, the log shows 0. Per the OpenROAD floorplan log, the height of the die is 90 um. The detailed router reports a met2 wire length of 491 um. The worst setup path is captured at a register. The run gives 469.2 nW/um2 for the power per standard cell area. The kind of cell with the highest combined delay along the critical path is simple AND/OR/NAND/NOR gates. Count of endpoints failing setup in the final report: 0. Synthesis produced a netlist whose cell count is 101. The count of cell types in the netlist came out at 22. 0 antenna diodes ended up in the layout.

The share of the synthesized area in the top cell type was 0.3994. The logs give 779 um for the total routed wire length on the met1 layer and 455.4 um2 for the combinational cell area excluding buffers and inverters. The script reports the combined buffer and inverter count of the critical path as 0. Per the detail_route report, vias per standard cell equal 3.227. Per the run summary, max-cap violations total 0.

The run gives 2 as the maximum clock path buffer count. Summed over all layers, the global routing overflow is 0. The fraction of layout cells with a size suffix above 1 works out to 0.09524. After synthesis, the most frequently instantiated cells are dfxtp_1, nor2_1, inv_1, xnor2_1, buf_4.

The tools report the type of origin of the critical path as a register. Library cell used as clock root buffer: clkbuf_8. Sorting the Yosys area breakdown by cell type puts at the top dfxtp_1. The total tool warning count was 28; the TritonCTS buffer count was 3. The number of global-route vias before repair is 576, and the detailed-placement wirelength estimate is 953.2 um. For the met3 wirelength from detailed routing, the log shows 55 um. According to the hold report, the worst path is of the reg -> reg type. In this run the VDD rail shows a maximum IR drop of 0.0005035 V. The part of the cycle the worst path needs is 0.6216. The logs give 1.346 ps for the clock skew after layout and 4723 um2 for the placeable core area. The proportion of synthesized flip-flops having asynchronous set or reset is 0. After routing, the total negative slack on setup checks comes to 0 ps.

The number of fillers in the final layout was 513; the detailed-router iteration count before antenna repair was 3. The average detailed-routed wire length per instance came out at 7.773 um. The launch point of the worst register-to-register path is recorded as div.count[0]$_SDFF_PP0_. TritonCTS built the clock tree. The flow ran to the end, and the final reports show no timing, DRC or antenna violations. The most common cell in the synthesized netlist is dfxtp_1. The run gives 172 as the final instance count without filler cells. The post-CTS hold buffer count recorded in the log is 0.

The count of input and output buffers works out to 5. Per the timing report, the achievable frequency comes out to 0.6703 GHz. Entering global routing, the biggest net connects 19 pins. At the pin with the least slew margin, the transition time is 645.3 ps.

The run gives 2510 ps as the worst path required time. The run gives 0 for the number of antenna violations at the first check in global routing. The synthesis warning total was 3. Per the synth stats, the flop cell with the highest instance count is dfxtp_1.

The detailed router reported a total wirelength of 1337 um. In this run, synthesis produced a sequential element count of 18. According to the Yosys statistics, the synthesized design has a chip area of 902.1 um2. Routability-driven placement finished with a final weighted congestion of 0.7632.

Number of gates on the worst path with buffers counted: 5. Hold path depth: 1. The chip occupies 8100 um2. The largest fanout on the critical path came out at 6.

The layout report lists the combined flip-flop and latch area as 360.3 um2. The worst min-delay path startpoint was div.count[0]$_SDFF_PP0_. The synthesized design contains 0 enable-type register cells.

In the Yosys report the total cell count is 101. For reference, the final report shows the max-slew violation count at 0. The tools report the launching element of the worst setup path as div.count[0]$_SDFF_PP0_.

In this run the remaining antenna-violating nets after routing total 0. The synthesized area per cell came out at 8.932 um2. Row generation in the floorplan step produced 25 rows. The horizontal die dimension reported for this design is 90 um. Starting utilization of the core area: 0.1910. The highest layer touched by signal routing is met4. With the worst hold slack after final layout at 495.6 ps, the static leakage is 0.3613 nW.

The critical path data arrival time came out at 1600 ps. For the first-pass GRT wire length, the log shows 2594 um. Subtracting the final worst setup slack from the clock period gives 1492 ps. The timer found 2 register pins that no clock reaches; their paths are not timed. The tools report the number of placed instances with taps included as 169. The insertion delay of the later-clocked pin in the worst-skew pair is 240 ps, and the total DRC errors in the routed layout is 0. The critical-path cell with the highest stage delay is dfxtp_1.

After clock tree synthesis, the clock-pin slew on the worst setup and hold paths is 60 ps. 6 endpoints have no timing constraint. The global-route usage over all layers was 0.03605.
[registers in the layout (all words and copies together), names as in the netlist]
name	count
dis.count	2
div.count	16
[path summary, 6_finish.rpt]
path | endpoint | slack [ps]
max | div.count[14]$_SDFF_PP0_ | 910
min | div.count[0]$_SDFF_PP0_ | 500
max reg2reg | div.count[14]$_SDFF_PP0_ | 910
min reg2reg | div.count[0]$_SDFF_PP0_ | 500
[metal layers]
| layer | global-route usage | up-vias |
|---|---|---|
| met3 | 0.01509 | 2 |
| met4 | 0.002653 | 0 |
| met5 | 0 | - |
| li1 | - | 313 |
| met1 | 0.05408 | 231 |
| met2 | 0.04843 | 9 |
[cell type report]
| class | instances | area share |
|---|---|---|
| inverter | 11 | 0.04000 |
| tap | 67 | 0.08121 |
| clock buffer | 3 | 0.04000 |
| timing repair buffer | 5 | 0.04848 |
| sequential | 18 | 0.3491 |
| multi-input combinational | 68 | 0.4412 |
[cell families after synthesis]
| group | synth area share |
|---|---|
| other | 0.008325 |
| DFF | 0.3995 |
| adders and majority gates | 0.06935 |
| buffers and inverters | 0.1207 |
| and+or+nand+nor | 0.2608 |
| AOI/OAI and AO/OA | 0.02496 |
| xor gates and xnor gates | 0.1165 |
[report_power, final]
part	switching (W)	leakage [nW]	total [W]	internal, W
Sequential	0.00000640	0.146	0.000277	0.000270
Combinational	0.00000801	0.194	0.0000138	0.00000574
Clock	0.0000832	0.0216	0.000194	0.000111
Total	0.0000976	0.361	0.000484	0.000387
[layout by cell type (no fill, tap or decap)]
| master | Yosys | final |
|---|---|---|
| nand4_1 | 1 | 1 |
| ha_1 | 5 | 5 |
| nor3_2 | 1 | 1 |
| a21o_1 | 1 | 1 |
| xnor2_1 | 11 | 11 |
| or3_1 | 1 | 1 |
| conb_1 | 2 | 8 |
| nand4_4 | 1 | 1 |
| nand3_1 | 5 | 5 |
| nor4_2 | 3 | 3 |
| clkbuf_8 | 0 | 3 |
| inv_1 | 11 | 11 |
| clkdlybuf4s50_1 | 0 | 5 |
| nor2_1 | 16 | 16 |
| dfxtp_1 | 18 | 18 |
| nand4_2 | 2 | 2 |
| xor2_1 | 1 | 1 |
| a21oi_1 | 2 | 2 |
| nor2b_1 | 2 | 2 |
| nand2_1 | 3 | 3 |
| nor3_1 | 4 | 4 |
| o21ai_0 | 1 | 1 |
[metrics by stage]
stage                     total power, W  instance area (um2)  worst slack (ps)  utilization
after floorplan                0.0003010                924.6              1077            -
final                          0.0004844                 1032             908.1       0.2185
after global placement         0.0002966                991.0             780.0       0.2098
after CTS                      0.0004943                 1032             892.0       0.2185
after detailed placement       0.0002966                991.0             763.4       0.2098
after global routing           0.0005115                 1032             723.2       0.2185
Power is estimated from default activity; no workload was simulated.
